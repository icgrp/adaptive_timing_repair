**design/flow/config.mk**
```make
export PLATFORM = sky130hd
export DESIGN_NAME = uart
export DESIGN_NICKNAME = uart
export VERILOG_FILES = /design/flow/design.v
export SDC_FILE = /design/flow/constraint.sdc
export NUM_CORES = 4
export LEC_CHECK = 1
export CORE_UTILIZATION = 50
```
**design/flow/constraint.sdc**
```tcl
current_design uart

set clk_period 4.4
set clk_io_pct 0.2

create_clock -name clk0 -period $clk_period [get_ports {clk}]

set non_clock_inputs [all_inputs -no_clocks]
set_input_delay [expr $clk_period * $clk_io_pct] -clock clk0 $non_clock_inputs
set_output_delay [expr $clk_period * $clk_io_pct] -clock clk0 [all_outputs]
```
**design/flow/design.v**
```verilog
`timescale 1ns / 1ps
module uart (input wire clk,
            input wire rst,  
            input wire [7:0] din,  
            input wire [7:0] address,  
            input wire w_en,  
            input wire r_en,  
            output reg [7:0] dout,  
            input wire rx,          
            output reg tx = 1      
);
    reg [15:0] baud = 651;  
    localparam UART_CONTROL_ADDRESS = 8'd1;  
    localparam UART_BUFFER_ADDRESS = 8'd2;   
    reg [7:0] uart_control = 8'b00000010;  
    reg [7:0] rx_buffer = 8'b0;           
    reg [7:0] tx_buffer = 8'b0;          
    always @(posedge clk) begin
        if(rst) begin
            baud <=  651;    
            dout <= 8'b0;  
            uart_control[7:2] <= 6'b0;  
            tx_buffer <= 8'b0;  
        end
        else begin
            case(address)
            UART_CONTROL_ADDRESS: begin
                if(w_en) begin
                    uart_control[7:2] <= din[7:2];    
                end
                if(r_en) begin
                   dout <= uart_control;  
                end
            end
            UART_BUFFER_ADDRESS: begin
                if (w_en) begin
                    tx_buffer <= din;  
                end
                if (r_en) begin
                    dout <= rx_buffer;  
                end
            end
            default begin
                dout <= 0;     
            end
            endcase
        end
    end
    reg [15:0] prescaler = 16'b0;  
    reg sample_enable = 1'b0;    
    always @(posedge clk) begin
        if(rst) begin
            prescaler <= 16'b0;
            sample_enable <= 0;
        end
        else begin
            if(prescaler == baud) begin
                prescaler <= 0;              
                sample_enable <= 1;        
            end
            else begin
                prescaler <= prescaler + 1;   
                sample_enable <= 0;
            end
        end
    end
    reg s0 = 1'b1;
    reg s1 = 1'b1;
    always @(posedge clk) begin
        if(rst) begin
            s0 <= 1'b1;
            s1 <= 1'b1;
        end
        else if(sample_enable) begin
            s0 <= rx;      
            s1 <= s0;    
        end
    end
    wire rx_clean = s1 && s0;  
    reg [2:0] rx_state = 3'b0;  
    reg [7:0] rx_data = 8'b0;  
    reg [3:0] rx_count = 4'b0;   
    reg [3:0] rx_delay = 4'b0;  
    always @(posedge clk) begin
        if(rst) begin
            rx_state <= 3'b0;
            rx_data <= 8'b0;
            rx_count <= 4'b0;
            rx_delay <= 4'b0;
            rx_buffer <= 8'b0;
            uart_control[0] <= 1'b0;
        end
        else begin
            if(sample_enable) begin
                case(rx_state)
                3'b000: begin                        
                    if(rx_clean == 1'b0) begin      
                        rx_state <= 3'b001;      
                    end
                end
                3'b001: begin                        
                    if(rx_delay == 4'b0111) begin    
                        rx_data <= {rx_data[6:0],rx_clean};  
                        rx_delay <= 4'b0;   
                        rx_state <= 3'b010;
                    end
                    else begin
                        rx_delay <= rx_delay + 1;
                    end
                end
                3'b010: begin                        
                    if(rx_delay == 4'b1111) begin  
                        rx_data <= {rx_clean,rx_data[7:1]};  
                        rx_delay <= 4'b0;
                        rx_count <= rx_count + 1;
                        if(rx_count == 4'b0111) begin
                            rx_count <= 4'b0;
                            rx_state <= 3'b011;
                        end
                    end
                    else begin
                        rx_delay <= rx_delay + 1;
                    end
                end
                3'b011: begin                        
                    if(rx_delay == 4'b1111) begin
                        if(rx_clean == 1) begin
                            rx_delay <= 0;
                            rx_buffer <= rx_data;
                            uart_control[0] <= 1'b1;
                            rx_state <= 3'b000;
                        end
                        else begin
                            rx_delay <= 0;
                            rx_state <= 3'b100;
                        end
                    end
                    else begin
                        rx_delay <= rx_delay + 1;
                    end
                end
                3'b100: begin                        
                    if(rx_clean) begin               
                        rx_state <= 3'b000;
                    end
                end
                default begin
                    rx_state <= 3'b000;
                end
                endcase
            end
            if(address == UART_BUFFER_ADDRESS && r_en) begin
                uart_control[0] <= 0;
            end
            else if(sample_enable && rx_state == 3'b011 && rx_delay == 4'b1111 && rx_clean == 1) begin
                uart_control[0] <= 1;
            end
        end
    end 
    reg [1:0] tx_state = 2'b0;
    reg [7:0] tx_data = 8'd255;
    reg [3:0] tx_count = 4'b0;
    reg [3:0] tx_delay = 4'b0;
    always @(posedge clk) begin
        if(rst) begin
            tx <= 1;
            tx_state <= 2'b0;
            tx_data <= 8'b0;
            tx_count <= 4'b0;
            tx_delay <= 4'b0;
            uart_control[1] <= 1'b1;
        end
        else begin
            if(sample_enable) begin
                case(tx_state)
                2'b00: begin                         
                    if(uart_control[1] == 0) begin
                        tx_data <= tx_buffer;
                        tx_state <= 2'b01;
                        tx_count <= 4'b1;
                        tx <= 0;                     
                    end
                end
                2'b01: begin
                    if(tx_delay == 4'b1111) begin    
                        tx_delay <= 0;
                        tx_count <= tx_count + 1;
                        if(tx_count == 4'b1001) begin
                            tx <= 1;                 
                            tx_state <= 2'b10;
                        end
                        else begin
                            tx <= tx_data[0];        
                            tx_data <= {1'b0,tx_data[7:1]};
                        end
                    end
                    else begin
                        tx_delay <= tx_delay + 1;
                    end
                end
                2'b10: begin                         
                    if(tx_delay == 4'b1111) begin
                        tx_delay <= 0;
                        tx_count <= 0;
                        tx_state <= 2'b00;
                    end
                    else begin
                        tx_delay <= tx_delay + 1;
                    end
                end
                endcase
            end
            if(address == UART_BUFFER_ADDRESS && w_en) begin
                uart_control[1] <= 0;
            end
            else if(sample_enable && tx_state == 2'b0 && uart_control[1] == 0) begin
                uart_control[1] <= 1;
            end
        end
    end
endmodule
```
**design/flow/run.sh**
```bash
#!/bin/bash
# OpenROAD 26Q1-2900-gdf79404cd8, Yosys 0.63+post, stock flow scripts
make -C /OpenROAD-flow-scripts/flow DESIGN_CONFIG=/design/flow/config.mk WORK_HOME=/design/flow/orfs finish
```
==> notes.md <==
Physical design

The flow ran to the end, and the final reports show no timing, DRC or antenna violations. The analysis attributes to cell leakage a power of 1.71 nW. The post-route netlist has 6.90% of its cells at a drive strength greater than 1. Adding up every negative setup slack in the final design gives 0 ps.

The proportion of synthesized chip area in sequential cells stands at 42.6%. The type recorded for the worst min-delay path is register to register. Before antenna repair, the detailed router went through 4 iterations. The number of setup buffers added after CTS is 0.

Counting flops with an async set or reset pin after synthesis yields a share of 0%. Using the TritonRoute via totals, the vias-per-cell ratio works out to 5.52. The H-tree depth reported by CTS stands at 3. The report shows a maximum critical-path fanout of 9. The arrival time reported for the critical path endpoint stands at 2770 ps. The placement summary gives the final routability congestion estimate as 0.835. The total wire length stands at 7910 um. The hold violation total from the final report stands at 0. The clock sink count stands at 89. In this run the cell area of the synthesized design comes to 0.00418 sq mm. Ranked by total cell area, the synthesized netlist is headed by sky130_fd_sc_hd__dfxtp_1 (43%), sky130_fd_sc_hd__mux2i_1 (9.6%), sky130_fd_sc_hd__nor2_1 (5.7%). The tree is rooted in a sky130_fd_sc_hd__clkbuf_8. The synthesized netlist has a Yosys-reported chip area of 0.00418 sq mm. The internal power summed over all cells stands at 0.00105 W. The pin count of the biggest net entering global routing stands at 37. The cell-mix breakdown from Yosys lists the compound-gate area share as 16.8%. TritonRoute output was used to compute an average wire per cell of 13.6 um.

The insertion delay to the later sink of the worst-skew pair stands at 350 ps. The count of buffer and inverter cells on the critical path stands at 1. The worst ir drop on vdd stands at 0.000164 V. The region available for standard cell placement spans 0.00789 sq mm. Leaving out fill and tap cells, the most frequent cell in the layout is sky130_fd_sc_hd__dfxtp_1.

The share of the synthesized netlist area taken by xor and xnor gates stands at 3.35%. For this run, the number of Yosys warnings is 1. Of the total power, the share spent switching nets is 22.7%.

The number of warnings reported in the stage logs is 30. Among all stages on the critical path, the largest delay is contributed by sky130_fd_sc_hd__nand4_1. The post-synth count of flops with an enable pin is 0.

The signal on the critical path passes through clkdlybuf4s50_1, nor4_1, nand4_1, mux2i_1, nor2_1. The I/O pin count stands at 30. The clock passes through at most 2 buffers. Looking at the worst setup and hold paths, the clock pins of their registers show a slew of 80 ps.

The pin closest to its max-slew limit shows a slew of 852 ps. A synthesized cell averages 9.17 sq um. The combinational power share stands at 3.7%.

According to the timing report, the data required time at the worst endpoint equals 4630 ps. The number of gates resized after CTS was 0. In the layout the commonest cells are sky130_fd_sc_hd__dfxtp_1 (89), sky130_fd_sc_hd__nor2_1 (63), sky130_fd_sc_hd__mux2i_1 (40). Summed over its instances, the top area cell type makes up 42.6% of the synthesized netlist area.

TritonCTS built the clock tree. The floorplan-stage core utilization stands at 53.0%. OpenROAD reports that the post-layout worst path occupies 57.7% of the period.

In the final report, the number of endpoints failing setup comes to 0. After synthesis, the design contains 456 cells according to Yosys. The count of different cell masters after synthesis stands at 56. Among cell families on the critical path, the largest total delay comes from simple AND/OR/NAND/NOR gates. The switching power total stands at 0.000308 W. Once detail routing completed, the nets flagged for antenna violations numbered 0. TritonRoute reported its final design rule violation total as 0.

The flip-flop and latch count after synthesis stands at 89. The number of I/O port buffers stands at 29. The row count stands at 32. The flow reported a cell area power density of 291 mW/mm^2. The longest incremental delay of any stage on the critical path is reported as 600 ps. The highest clock rate stands at 394 MHz. Overall routing resource usage recorded by global route was 20.1%. The post-cts hold-fix buffer tally stands at 0. The clock group share of total power stands at 36.6%. For reference, the most critical setup path is categorized as input pin to register. Detailed-route iteration 0 reported a violation count of 101. After synthesis, the largest family of logic cells by area is simple AND/OR/NAND/NOR gates. The die is 93.5 um wide. Synthesis produced 456 cells. The worst setup path is launched from an input pin. STA classifies the critical path endpoint as a register. Setup repair after global routing left no endpoint under its margin. Detailed placement ended at an HPWL of 5390 um. The via count of the first global-routing pass stands at 2,990.

The total CTS buffers stands at 9. Sequential cells burn 59.8% of the power. Between the synthesized netlist and the finished layout, the area growth was recorded as 11.3%.

Summing the areas of all fa, ha and maj instances in the mapped netlist gives 2.99% of the synthesized area. The most used flip-flop cell after synthesis is sky130_fd_sc_hd__dfxtp_1. The final period demand of the worst path stands at 2540 ps. Global routing finished with a remaining overflow of 0. The run reported a max-capacitance violation count of 0. The chip occupies 0.00873 sq mm. The design draws 0.00136 W. The share of synthesized cell area in and, or, nand and nor gates stands at 20.0%. The synthesis run shows multiplexers occupying 9.58% of the cell area. The initial antenna violation count stands at 0. Summed over all instances, the cell type with the most area after synthesis is sky130_fd_sc_hd__dfxtp_1. The worst pin sits at a relative slew slack of 43.2%.

The antenna diode count stands at 0. The worst clock skew stands at 15.6 ps. The max-slew violation total from the final report stands at 0. The vias after detailed routing stands at 3,204.

The die height stands at 93.5 um. The global-route wire length before repair stands at 13,800 um.
power by group through the flow:
stage / Combinational (W) / Clock, W / Sequential, W
finish: 0.0000496 / 0.000496 / 0.000811
global route: 0.0000545 / 0.000556 / 0.000811
CTS: 0.0000504 / 0.000521 / 0.000811
metal layers:
layer	track usage, %	routed length [um]
met2	32.4	3560
met5	0	0
met4	1.54	67
met3	3.80	265
met1	30.4	4020
registers in the layout, summed over array words and instances, names as in the netlist, 2 cells and up:
register      cells
prescaler        16
dout              8
rx_buffer         8
rx_data           8
tx_buffer         8
tx_data           8
uart_control      8
rx_count          4
rx_delay          4
tx_count          4
tx_delay          4
rx_state          3
tx_state          2
final timing paths:
kind / cells after the start / slack, ps / to / from
setup / recovery: 5 / 1860 / tx_buffer[2] / address[5]
hold / removal: 2 / 470 / tx_data[7] / tx_buffer[7]
setup reg to reg: 6 / 2050 / tx_count[3] / tx_state[1]
hold reg to reg: 2 / 470 / tx_data[7] / tx_buffer[7]
logic make-up (layout without fill, tap and decap cells):
kind of cell,after synthesis,after routing
AND/OR/NAND/NOR,165,165
AND-OR/OR-AND,97,97
flip-flops,89,89
multiplexers,40,40
buffers and inverters,39,61
XOR/XNOR,16,16
adder cells (fa/ha/maj),10,10
worst register-to-register path, stage by stage, from the launching register on:
cell	delay, ps
sky130_fd_sc_hd__dfxtp_1	390
sky130_fd_sc_hd__inv_1	80
sky130_fd_sc_hd__ha_1	410
sky130_fd_sc_hd__or2_2	410
sky130_fd_sc_hd__a211o_1	380
sky130_fd_sc_hd__or4_1	480
sky130_fd_sc_hd__a21oi_1	150
metrics by stage:
stage | util [%] | std cells | setup WS [ps] | hold WS [ps] | cell area (sq um)
after floorplan | - | 456 | 2310 | 416 | 4180
after global placement | 56.8 | 564 | 1530 | 465 | 4480
after detailed placement | 56.8 | 564 | 1490 | 466 | 4480
after CTS | 59.0 | 580 | 1850 | 479 | 4650
after global routing | 59.0 | 580 | 1600 | 511 | 4650
final | 59.0 | 580 | 1860 | 475 | 4650
Yosys cell counts (2+ instances only):
master	number
sky130_fd_sc_hd__a21oi_1	32
sky130_fd_sc_hd__buf_6	2
sky130_fd_sc_hd__and2_1	4
sky130_fd_sc_hd__xor2_1	9
sky130_fd_sc_hd__a211oi_2	2
sky130_fd_sc_hd__a211oi_1	7
sky130_fd_sc_hd__a21o_1	3
sky130_fd_sc_hd__a22o_1	8
sky130_fd_sc_hd__buf_4	2
sky130_fd_sc_hd__nand3_1	26
sky130_fd_sc_hd__clkbuf_1	12
sky130_fd_sc_hd__ha_1	10
sky130_fd_sc_hd__a311oi_1	11
sky130_fd_sc_hd__o21ai_0	10
sky130_fd_sc_hd__or4_1	4
sky130_fd_sc_hd__nand2b_1	2
sky130_fd_sc_hd__and3b_1	2
sky130_fd_sc_hd__nand4_1	11
sky130_fd_sc_hd__nand2_1	17
sky130_fd_sc_hd__mux2i_1	40
sky130_fd_sc_hd__nor2_1	63
sky130_fd_sc_hd__a32o_1	2
sky130_fd_sc_hd__nand3b_1	4
sky130_fd_sc_hd__o2111ai_1	9
sky130_fd_sc_hd__dfxtp_1	89
sky130_fd_sc_hd__buf_1	3
sky130_fd_sc_hd__and4_1	4
sky130_fd_sc_hd__and3_1	4
sky130_fd_sc_hd__nor4_1	3
sky130_fd_sc_hd__buf_2	7
sky130_fd_sc_hd__xnor2_1	7
sky130_fd_sc_hd__a31oi_1	2
sky130_fd_sc_hd__nor2b_1	7
sky130_fd_sc_hd__a21bo_2	2
sky130_fd_sc_hd__or2_2	2
sky130_fd_sc_hd__nor3_1	4
sky130_fd_sc_hd__inv_1	10
sky130_fd_sc_hd__or3_1	2
cell type report:
class,count,area [sq um]
fill,679,3230
multi-input combinational,328,2210
sequential,89,1780
timing repair buffer,34,323
clock buffer,11,141
tap,102,128
inverter,11,41.3
clock inverter,5,31.3
Power figures rest on the tool's default switching activity, not on a simulated workload.
